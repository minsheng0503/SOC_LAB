==> /design/flow/design.v <==
`timescale 1ns / 1ps
module LineBuffer(
    input clk, rstn, enable,
    input [7:0] pixel_in,
    output [7:0] sharpen_out
    );
    reg [7:0] line0 [639:0];
    reg [7:0] line1 [639:0];
    reg [7:0] line2 [639:0];
    integer i;
    always@(posedge clk) begin
        if(!rstn) begin
            for(i = 0; i <= 639; i = i + 1) begin
                line0[i] <= 0;
                line1[i] <= 0;
                line2[i] <= 0;
            end
        end
        else begin
            if(enable) begin
                line0[0] <= pixel_in;
                line1[0] <= line0[639];
                line2[0] <= line1[639];
                for(i = 0; i < 639; i = i + 1) begin
                    line0[i+1] <= line0[i];
                    line1[i+1] <= line1[i];
                    line2[i+1] <= line2[i];
                end
            end
        end
    end
    Sharpen_core sharpen_op(.p0(line2[2]), .p1(line2[1]), .p2(line2[0]), .p3(line1[2]), .p4(line1[1]), .p5(line1[0]), .p6(line0[2]), .p7(line0[1]), .p8(line0[0]), .out(sharpen_out));
endmodule
`timescale 1ns / 1ps
module Sharpen(
    input clk, rstn,
    input [7:0] s_axis_tdata,
    input s_axis_tkeep,
    input s_axis_tlast,
    input s_axis_tvalid,
    output reg s_axis_tready,
    output reg [7:0] m_axis_tdata,
    output reg m_axis_tkeep,
    output reg m_axis_tlast,
    output reg m_axis_tvalid,
    input m_axis_tready
    );
    parameter IDLE = 0,      
            RECEIVE = 1,   
            SEND = 2;      
    reg [9:0] cnt_x, cnt_y;
    reg [1:0] state;
    always@(posedge clk) begin
        if(!rstn)
            state <= IDLE;
        else begin
            case(state)
            IDLE: state <= RECEIVE;
            RECEIVE: state <= (cnt_x >=3 || (cnt_x == 2 && cnt_y >= 2)) && s_axis_tvalid && s_axis_tready ? SEND : RECEIVE;
            SEND: begin
                if(m_axis_tlast)
                    state <= m_axis_tvalid && m_axis_tready ? IDLE : SEND;
                else
                    state <= cnt_y == 1 || cnt_y == 2 ? RECEIVE : (m_axis_tvalid && m_axis_tready ? RECEIVE : SEND);
            end
            endcase
        end
    end
    wire [7:0] sharpen_out;
    always@(posedge clk) begin
        if(!rstn) begin
            s_axis_tready <= 0;
            m_axis_tdata <= 0;
            m_axis_tkeep <= 0;
            m_axis_tlast <= 0;
            m_axis_tvalid <= 0;
            cnt_x <= 0;
            cnt_y <= 0;
        end
        else begin
            case(state)
            IDLE: begin
                s_axis_tready <= 0;
                m_axis_tdata <= 0;
                m_axis_tkeep <= 0;
                m_axis_tlast <= 0;
                m_axis_tvalid <= 0;
                cnt_x <= 0;
                cnt_y <= 0;
            end
            RECEIVE: begin
                if(s_axis_tvalid && s_axis_tready) begin  
                    if(cnt_x >=3 || (cnt_x == 2 && cnt_y >= 2))
                        s_axis_tready <= 0;  
                    m_axis_tkeep <= s_axis_tkeep;
                    m_axis_tlast <= s_axis_tlast;
                    cnt_y <= cnt_y == 639 ? 0 : cnt_y + 1;
                    cnt_x <= cnt_y == 639 ? cnt_x + 1 : cnt_x;
                end
                else begin
                    s_axis_tready <= 1;
                end
            end
            SEND: begin
                if(m_axis_tvalid && m_axis_tready) begin  
                    m_axis_tvalid <= 0;  
                end
                else begin
                    if(cnt_y != 1 && cnt_y != 2) begin
                        m_axis_tvalid <= 1;
                        m_axis_tdata <= sharpen_out;
                    end
                end
            end
            endcase
        end
    end
    wire line_enable;
    assign line_enable = state == RECEIVE && s_axis_tvalid && s_axis_tready;
    LineBuffer line_module(.clk(clk), .rstn(rstn), .enable(line_enable), .pixel_in(s_axis_tdata), .sharpen_out(sharpen_out));
endmodule
`timescale 1ns / 1ps
module Sharpen_core(
    input [7:0] p0, p1, p2, p3, p4, p5, p6, p7, p8,
    output [7:0] out
    );
    wire signed [11:0] gx_a, gx_b, gx_c;
    assign gx_a = ~((p3 + p5) << 1) + 1;
    assign gx_b = p4 << 3 + p4;
    assign gx_c = ~((p1 + p7) << 1) + 1;
    wire signed [13:0] gx;
    assign gx = gx_a + gx_b + gx_c;
    wire [12:0] abs_gx;
    assign abs_gx = gx[13] ? ~gx + 1 : gx;
    wire [7:0] max_gx;
    assign max_gx = |abs_gx[12:8] ? 8'hff : abs_gx[7:0];
    assign out = max_gx;
endmodule
==> /design/flow/run.sh <==
#!/bin/bash
# OpenROAD 26Q1-2900-gdf79404cd8, Yosys 0.63+post, stock flow scripts
make -C /OpenROAD-flow-scripts/flow DESIGN_CONFIG=/design/flow/config.mk WORK_HOME=/design/flow/orfs finish
==> /design/flow/config.mk <==
export PLATFORM = sky130hd
export DESIGN_NAME = Sharpen
export DESIGN_NICKNAME = Sharpen
export VERILOG_FILES = /design/flow/design.v
export SDC_FILE = /design/flow/constraint.sdc
export NUM_CORES = 4
export LEC_CHECK = 1
export CORE_UTILIZATION = 30
==> /design/flow/constraint.sdc <==
current_design Sharpen

set clk_period 273.1
set clk_io_pct 0.2

create_clock -name clk0 -period $clk_period [get_ports {clk}]

set non_clock_inputs [all_inputs -no_clocks]
set_input_delay [expr $clk_period * $clk_io_pct] -clock clk0 $non_clock_inputs
set_output_delay [expr $clk_period * $clk_io_pct] -clock clk0 [all_outputs]
==> Implementation_results.wiki <==
== Run summary ==
{| class="wikitable"
! Metric !! Value
|-
| Final Hold Fails || 0
|-
| Worst hold start || line_module.line1[535][4]
|-
| Maximum ir drop on the vdd rail || 5.59 uV
|-
| Async set or reset register ratio after synthesis || 0%
|-
| Detailed-route wire length || 634000 um
|-
| Internal Pwr Total || 0.00240 W
|-
| Worst setup skew after layout || 0.0937 ns
|-
| RePlAce Congestion || 0.737
|-
| Post-synthesis average cell area || 7.79 um2
|-
| Switching Share || 21.3%
|-
| Max Root-Sink Buffers || 5
|-
| Total of buffers placed on input and output ports || 25
|-
| Global-route wire length before repair || 1110000 um
|-
| CTS tree || built
|-
| CTS Hold Buffers Added || 0
|-
| PostCTS Resize Cnt || 0
|-
| Arrival time of data at the critical path endpoint || 63.15 ns
|-
| Die Height || 1080 um
|-
| Routed via count divided by cell count || 4.48
|-
| Clock-pin slew reported for the worst setup and hold paths after clock tree synthesis || 0.06 ns
|-
| Layout cells sized above 1 || 4.98%
|-
| Wirelength per Cell || 10.7 um
|-
| DR DRC count || 0
|-
| CP max FO || 94
|-
| Yosys stat area || 0.351 mm2
|-
| Worst relative slew slack || 43.4%
|-
| Clk sink count || 10300
|-
| Dominant register cell in the synthesized netlist || sky130_fd_sc_hd__dfxtp_1
|-
| Count of warnings emitted by yosys || 8
|-
| Synthesis-to-finish area growth || 13.6%
|-
| Yosys cell count || 45000
|-
| CP Class || in2reg
|-
| Sequential power share || 49.3%
|-
| Number of fillers in the final layout || 120000
|-
| Floorplan Utilization || 30.1%
|-
| GR Util All Layers || 10.7%
|-
| Tightest Pin Transition || 0.842 ns
|-
| Tool Warnings || 93
|-
| Time the final worst path needs with I/O delays and setup || 62.13 ns
|-
| Chip Area || 1.17 mm2
|-
| TritonRoute pass-1 iters || 7
|-
| DIE WIDTH || 1080 um
|-
| CP startpoint || rstn
|-
| Final period util || 22.7%
|-
| Post-synthesis sequential element count || 10300
|-
| Static leakage power || 124 nW
|-
| Number of levels the H-tree was split into || 7
|-
| Std-Cell Core Area || 1.16 mm2
|-
| Initial antenna violation count || 1
|-
| Setup Buffers After CTS || 0
|-
| Top-level port count || 26
|-
| CP Launch Type || input port
|-
| Count of unique library cells instantiated by Yosys || 64
|-
| Net switching power || 0.000648 W
|-
| Post-synth tally of flip-flops with integrated enable || 0
|-
| Clock insertion delay at the later pin of the skew report || 1.20 ns
|-
| GR Overflow Total || 0
|-
| Worst endpoint required time || 274.12 ns
|-
| Kind of path behind the tightest hold check || reg2reg
|-
| # Max-Cap Violations || 0
|-
| Clock power share || 49.2%
|-
| Endpoint kind of the worst setup timing path || flip-flop
|-
| Post-synthesis instance area || 0.351 mm2
|-
| P per Cell Area || 7.64 mW/mm2
|-
| Beginning of the worst register-to-register path || state[2]
|-
| Highest achievable clock rate || 0.0161 GHz
|-
| Seq/Total Area, Yosys || 58.8%
|-
| Status || completed
|-
| Number of placement rows || 396
|-
| Logic pwr share || 1.5%
|-
| CTS buffer count || 1105
|-
| Number of cells produced by synthesis || 45000
|-
| Largest net degree at the start of global routing || 181
|-
| Fin Setup TNS || 0 ns
|-
| Final core occ || 34.2%
|-
| Number of setup violations in the final report || 0
|-
| Count of nets left with antenna violations after detail routing || 0
|-
| HPWL after DPL || 319000 um
|-
| Drt first-iter violations || 16800
|-
| Unrepaired setup endpoints after global routing || false
|-
| Number of pins with negative max-slew slack in the final report || 0
|-
| Via count of the first global-routing pass || 246000
|-
| Root cell of the clock tree || sky130_fd_sc_hd__clkbuf_16
|-
| Routed via count || 267000
|}
flip-flops by register name (all words and copies together), names as in the netlist:
name and cells:
s_axis_tready 1, line_module.line0 5120, line_module.line1 5120, cnt_y 10
m_axis_tkeep 1, line_module.line2 16, cnt_x 10, state 3
m_axis_tlast 1, m_axis_tvalid 1, m_axis_tdata 8
power groups by stage:
stage     logic [W]  clock network (W)  registers, W
4_1_cts   0.0000466            0.00155       0.00150
5_1_grt   0.0000503            0.00161       0.00150
6_report  0.0000451            0.00150       0.00150
cell type report:
cell class / instances / area, um2 / area share (%)
Multi-Input combinational cell: 31200 / 132000 / 33.0
Timing Repair Buffer: 486 / 4110 / 1.03
Antenna cell: 1 / 2.50 / 0.000628
Tap cell: 15500 / 19400 / 4.88
Clock buffer: 1602 / 32400 / 8.15
Clock inverter: 333 / 4570 / 1.15
Sequential cell: 10300 / 206000 / 51.7
Inverter: 47 / 184 / 0.0462
synthesized netlist by cell type, types with 8 or more instances:
| cell | n | share of area (%) |
|---|---|---|
| sky130_fd_sc_hd__nor3_1 | 11 | 0.016 |
| sky130_fd_sc_hd__nor2_1 | 49 | 0.052 |
| sky130_fd_sc_hd__o21ai_0 | 31 | 0.044 |
| sky130_fd_sc_hd__buf_1 | 14 | 0.015 |
| sky130_fd_sc_hd__a311oi_1 | 11 | 0.027 |
| sky130_fd_sc_hd__ha_1 | 38 | 0.14 |
| sky130_fd_sc_hd__dfxtp_1 | 10300 | 59 |
| sky130_fd_sc_hd__nand3_1 | 18 | 0.026 |
| sky130_fd_sc_hd__nand2_1 | 20600 | 22 |
| sky130_fd_sc_hd__xnor2_1 | 18 | 0.045 |
| sky130_fd_sc_hd__inv_1 | 45 | 0.048 |
| sky130_fd_sc_hd__clkbuf_1 | 3417 | 3.7 |
| sky130_fd_sc_hd__nand4_1 | 12 | 0.021 |
| sky130_fd_sc_hd__a21oi_1 | 10300 | 15 |
| sky130_fd_sc_hd__a211oi_1 | 11 | 0.024 |
| sky130_fd_sc_hd__xor2_1 | 28 | 0.070 |
| sky130_fd_sc_hd__fa_1 | 12 | 0.069 |
| sky130_fd_sc_hd__nand2b_1 | 8 | 0.014 |
worst max-delay path, cell delays in order:
cell	delay, ns
sky130_fd_sc_hd__clkdlybuf4s50_1	0.56
sky130_fd_sc_hd__inv_8	0.42
sky130_fd_sc_hd__buf_4	0.72
sky130_fd_sc_hd__buf_4	0.66
sky130_fd_sc_hd__buf_4	0.68
sky130_fd_sc_hd__buf_4	0.59
sky130_fd_sc_hd__buf_4	0.60
sky130_fd_sc_hd__buf_4	0.65
sky130_fd_sc_hd__buf_4	0.66
sky130_fd_sc_hd__buf_4	0.64
sky130_fd_sc_hd__buf_4	0.48
sky130_fd_sc_hd__buf_4	0.66
sky130_fd_sc_hd__buf_4	0.70
sky130_fd_sc_hd__a21oi_1	0.09
worst paths after layout:
kind / endpoint / slack [ns] / depth (start not counted)
setup / recovery: line_module.line0[494][5] / 210.97 / 14
hold / removal: line_module.line1[536][4] / 0.36 / 2
setup reg to reg: line_module.line0[485][3] / 264.65 / 13
hold reg to reg: line_module.line1[536][4] / 0.36 / 2
stage by stage:
stage / hold slack, ns / setup slack (ns) / total power, W / cell area, um2 / cells
after floorplan: 0.419 / 216.86 / 0.00157 / 351000 / 45000
after global routing: 0.385 / 210.33 / 0.00316 / 398000 / 59500
after CTS: 0.337 / 210.97 / 0.00310 / 398000 / 59500
after global placement: 0.436 / 209.64 / 0.00158 / 361000 / 57600
final: 0.358 / 210.97 / 0.00304 / 398000 / 59500
after detailed placement: 0.440 / 209.65 / 0.00158 / 361000 / 57600
cell families after synthesis:
logic type      after synthesis  share of synthesized area (%)
simple gates              20700                           22.2
compound gates            10400                           14.9
flops                     10300                           58.8
buf+inv                    3481                           3.73
fa+ha+maj                    50                          0.204
xor+xnor                     46                          0.115
mux                           8                         0.0236
per-layer routing:
layer,up-vias,GRT usage (%),wire (um)
li1,140000,-,-
met1,123000,15.3,316000
met2,1809,17.6,283000
met3,1027,1.66,19500
met4,0,2.52,15800
met5,-,0,0
cell usage in the layout, fill, tap and decap left out, types with 15 or more instances in the layout:
| cell | count |
|---|---|
| sky130_fd_sc_hd__a21oi_1 | 10300 |
| sky130_fd_sc_hd__buf_12 | 32 |
| sky130_fd_sc_hd__buf_4 | 429 |
| sky130_fd_sc_hd__bufinv_16 | 65 |
| sky130_fd_sc_hd__clkbuf_1 | 228 |
| sky130_fd_sc_hd__clkbuf_16 | 1126 |
| sky130_fd_sc_hd__clkbuf_8 | 248 |
| sky130_fd_sc_hd__clkdlybuf4s50_1 | 25 |
| sky130_fd_sc_hd__clkinv_16 | 21 |
| sky130_fd_sc_hd__clkinv_2 | 144 |
| sky130_fd_sc_hd__clkinv_8 | 20 |
| sky130_fd_sc_hd__clkinvlp_4 | 20 |
| sky130_fd_sc_hd__dfxtp_1 | 10300 |
| sky130_fd_sc_hd__ha_1 | 38 |
| sky130_fd_sc_hd__inv_1 | 45 |
| sky130_fd_sc_hd__inv_16 | 21 |
| sky130_fd_sc_hd__inv_6 | 35 |
| sky130_fd_sc_hd__nand2_1 | 20600 |
| sky130_fd_sc_hd__nand3_1 | 17 |
| sky130_fd_sc_hd__nor2_1 | 49 |
| sky130_fd_sc_hd__o21ai_0 | 31 |
| sky130_fd_sc_hd__xnor2_1 | 15 |
| sky130_fd_sc_hd__xor2_1 | 26 |
Power is estimated from default activity; no workload was simulated.
